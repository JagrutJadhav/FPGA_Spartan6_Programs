File: ./run.sh
#!/bin/bash
# OpenROAD 26Q1-2900-gdf79404cd8, Yosys 0.63+post, stock flow scripts
make -C /OpenROAD-flow-scripts/flow DESIGN_CONFIG=/design/flow/config.mk WORK_HOME=/design/flow/orfs finish
File: ./config.mk
export PLATFORM = sky130hd
export DESIGN_NAME = rx
export DESIGN_NICKNAME = rx
export VERILOG_FILES = /design/flow/design.v
export SDC_FILE = /design/flow/constraint.sdc
export NUM_CORES = 4
export LEC_CHECK = 1
export CORE_AREA = 10 10 96 96
export DIE_AREA = 0 0 106 106
File: ./constraint.sdc
current_design rx

set clk_period 1.0
set clk_io_pct 0.2

create_clock -name clk0 -period $clk_period [get_ports {baud_clk}]
create_clock -name clk1 -period $clk_period [get_ports {clk}]

set non_clock_inputs [all_inputs -no_clocks]
set_input_delay [expr $clk_period * $clk_io_pct] -clock clk0 $non_clock_inputs
set_output_delay [expr $clk_period * $clk_io_pct] -clock clk0 [all_outputs]
File: ./design.v
`timescale 1ns / 1ps
module rx(input data,
	  input baud_clk,
	  input rst,
	  input clk,
	  output rx_ready,
	  output rx_in_en,
	  output [7:0] dout
    );
parameter st_bit = 4'b0000;
parameter bit_1  = 4'b0001;
parameter bit_2  = 4'b0010;
parameter bit_3  = 4'b0011;
parameter bit_4  = 4'b0100;
parameter bit_5  = 4'b0101;
parameter bit_6  = 4'b0110;
parameter bit_7  = 4'b0111;
parameter bit_8  = 4'b1000;
parameter stop   = 4'b1001;
parameter idle   = 4'b1111;
reg [3:0] state = bit_1;
reg [7:0] rx_buff = 8'h00;
reg [7:0] rx_buff_out = 8'h00;
reg rx_ready_bit = 1'b1;
reg rx_rst = 1'b0;
reg rx_end = 1'b0;
reg enable = 1'b0;
always @ (posedge rx_rst,posedge baud_clk)
begin
	if (rx_rst)
	begin
		rx_ready_bit <= 1'b1;
		rx_buff <= 8'h00;
		rx_end = 1'b0;
		state <= bit_1;
	end
	else if(enable == 1'b1)
	begin
		rx_end = 1'b0;
		case (state)
		st_bit : begin
			state <= bit_1;
			rx_ready_bit <= 1'b0;
			end
		bit_1  : begin
			rx_buff[0] <= data;
			rx_ready_bit <= 1'b0;
			state <= bit_2;
			end
		bit_2  : begin
			rx_buff[1] <= data;
			state <= bit_3;
			end
		bit_3  : begin
			rx_buff[2] <= data;
			state <= bit_4;
			end
		bit_4  : begin
			rx_buff[3] <= data;
			state <= bit_5;
			end
		bit_5  : begin
			rx_buff[4] <= data;
			state <= bit_6;
			end
		bit_6  : begin
			rx_buff[5] <= data;
			state <= bit_7;
			end
		bit_7  : begin
			rx_buff[6] <= data;
			state <= bit_8;
			end
		bit_8  : begin
			rx_buff[7] <= data;
			state <= stop;
			end
		stop   : begin
			state <= bit_1;
			rx_ready_bit <= 1'b1;
			rx_end = 1'b1;
			end
		default : state <= bit_1;
	endcase	
	end
end	
always @ (posedge clk, posedge rst)	
begin
if (rst) 
begin
	enable <= 1'b0;
	rx_rst <= 1'b0;
end
else if (rx_end == 1'b1 && enable == 1'b1)
begin
	  enable <= 1'b0;
	  rx_buff_out <= rx_buff;
	  rx_rst <= 1'b1;
end
else if (data == 1'b0)
begin
		enable <= 1'b1;
end
else rx_rst <= 1'b0;
end		
assign dout = rx_buff_out ;
assign rx_in_en = enable;
assign rx_ready = rx_ready_bit;
endmodule
==> deck_impl_summary.md <==
Flow Results at a Glance

Worst setup path
  – Cell repeated most along the worst path: nor2b_4
  – Crit path DRT: 1.13 ns
  – CP delay by family, top: flip-flops
  – Slowest CP cell: dfstp_2
  – CP arrival: 1.42 ns
  – Crit end category: register
  – Crit-path max cell delay: 0.57 ns
  – Buf/Inv on CP: 0
  – Setup crit start: state[0]$_DFFE_PP1P_
  – R2r setup slk: -0.29 ns
  – CP Launch Type: register
  – WS Path Type: reg2reg
  – FF-to-FF path depth: 3
  – CP Cell Sequence: nor2b_4 > nor2b_4 > mux2_4
  – Crit Reg-Reg Startpoint: state[0]$_DFFE_PP1P_
  – Max FO, Critical Path: 5
  – Worst r2r dst: rx_buff[4]$_DFFE_PP0P_

Clock tree
  – TritonCTS clock tree: yes
  – Clock tree sinks: 24
  – Post-CTS Hold Buffers: 0
  – CTS clock-pin slew for the worst setup and hold paths: 0.06 ns

Floorplan
  – Num rows: 31
  – Die area: 11200 sq um
  – Core area: 7210 sq um
  – FP Util: 14.0%
  – I/O pin count: 14
  – Die height: 106 microns
  – Die Wd: 106 microns

Global route
  – First-pass GRT wire length: 3.53 mm
  – GRT Residual Overflow: 0
  – Initial antenna violation count: 0
  – GRT Util Overall: 3.91%
  – Vias in the first global route: 705
  – Pin count of the biggest net entering global routing: 15

Route
  – Final wirelength: 2.07 mm
  – Iter 0 DRT Violations: 21
  – Remaining antenna violation count: 0
  – DRC: 0
  – Drt pass-1 iters: 3
  – DR vias: 676
  – Antenna diodes: 0
  – Avg Vias per Cell: 3.25
  – Per-cell routed wire length: 9.93 microns

Final timing
  – PnR worst setup slack: -0.291 ns
  – Setup_tns: -4.04 ns
  – Worst-Margin Slew: 0.337 ns
  – Max-Slew Margin vs Limit: 77.5%
  – Final count of pins violating max slew: 0
  – Clock skew: 0.00184 ns
  – Unrepaired setup endpoints after global routing: yes
  – Hold Fails Final Rpt: 0
  – Endpoints failing setup: 24

Yosys
  – Yosys cell count: 73
  – Seq share, synth: 63.6%
  – Synth flops: 24
  – Ys Warns: 1
  – Cell Type Count: 26
  – Syn Inst Count: 73
  – Synth Area per Inst: 13.8 sq um
  – Syn Std Cell Area: 1010 sq um
  – Yosys chip area: 1010 sq um

Cells and area
  – Most numerous logic cells after layout: buf_4, dfrtp_1, edfxtp_1, clkbuf_8, buf_6
  – Most frequent logic cell in the layout: buf_4
  – Fraction of layout cells with a size suffix above 1: 58.7%
  – P&R area growth vs syn: 52.8%
  – Post-layout util: 21.4%
  – Fin cells: 208
  – Final instance area: 1550 sq um
  – Fillers: 775

Placed design
  – GP Congestion: 0.777
  – I/O Buffers: 12
  – Place WS: -0.334 ns
  – Post-DP Area: 1350 sq um
  – DP Cell Count: 194
  – Dpl hpwl: 1.41 mm

Pwr
  – Peak VDD IR: 803 uV
  – PD cells: 2850 nW/um^2
  – Static Leak: 0.613 nW

Status
  – Run status: finished, violations left
  – Failing checks: negative setup slack

Flow run
  – Max cap viols: 0
  – Log Warnings: 29

Min path
  – Hold crit path type: in2async
registers in the layout (all words and copies together), names as in the netlist:
signal and count:
enable 1, rx_buff 8, rx_buff_out 8, rx_end 1, rx_ready_bit 1, rx_rst 1, state 4
through the flow:
stage / total power [W] / hold WS, ns
4_1_cts: 0.00443 / 0.216
2_1_floorplan: 0.00260 / -0.0588
5_1_grt: 0.00472 / 0.230
3_3_place_gp: 0.00312 / 0.282
6_report: 0.00441 / 0.219
3_5_place_dp: 0.00314 / 0.291
synthesized netlist by cell type, drive strengths merged:
| cell | count | area [sq um] |
|---|---|---|
| a21boi | 1 | 7.51 |
| a21oi | 4 | 20.0 |
| a32o | 1 | 10.0 |
| and4b | 1 | 11.3 |
| buf | 3 | 27.5 |
| clkbuf | 1 | 3.75 |
| dfrtp | 14 | 350 |
| dfstp | 2 | 52.6 |
| edfxtp | 8 | 240 |
| inv | 6 | 22.5 |
| mux2 | 8 | 93.8 |
| nand2 | 4 | 15.0 |
| nand3 | 1 | 5.00 |
| nand3b | 2 | 31.3 |
| nor2 | 3 | 11.3 |
| nor2b | 3 | 18.8 |
| nor3 | 3 | 25.0 |
| nor3b | 2 | 31.3 |
| o21ai | 3 | 15.0 |
| o22ai | 3 | 18.8 |
kinds of logic (layout without fill, tap and decap cells):
kind of cell	after synthesis	after routing	synth area share, %
AND-OR/OR-AND	12	12	7.05
buffers and inverters	10	46	5.32
flip-flops	24	24	63.6
multiplexers	8	8	9.28
AND/OR/NAND/NOR	19	19	14.7
worst max path at each step:
stage         cells after the start                endpoint  slack, ns
CTS                               3  rx_buff[4]$_DFFE_PP0P_      -0.27
global route                      3  rx_buff[4]$_DFFE_PP0P_      -0.32
finish                            3  rx_buff[4]$_DFFE_PP0P_      -0.29
metal layers:
| metal | part of all wire, % | global-route usage [%] |
|---|---|---|
| met4 | 1.2 | 0.774 |
| met2 | 42 | 5.57 |
| met5 | 0 | 0 |
| met3 | 10 | 2.57 |
| met1 | 46 | 4.87 |
repair_timing:
action | 4_1_cts | 5_1_grt
resized | 43 | 8
buffers inserted | 6 | 2
pin swaps | 8 | 1
setup endpoints to repair | 34 | 30
endpoints found under the hold margin | 0 | 0
final cells by class:
cell class | instances | area (sq um) | area share [%]
sequential | 24 | 648 | 41.9
multi-input combinational | 39 | 372 | 24.0
timing repair buffer | 32 | 279 | 18.1
tap | 99 | 124 | 8.02
clock buffer | 8 | 100 | 6.48
inverter | 6 | 22.5 | 1.46
power by group:
group / switching, W / internal [W] / leakage, nW
clock: 0.000347 / 0.000627 / 0.0515
combinational: 0.000740 / 0.00104 / 0.312
sequential: 0.000267 / 0.00139 / 0.249
worst register-to-register path: stages, from the launching register on:
cell,delay [ns]
dfstp_2,0.57
nor2b_4,0.16
nor2b_4,0.14
mux2_4,0.30
Power figures rest on the tool's default switching activity, not on a simulated workload.
