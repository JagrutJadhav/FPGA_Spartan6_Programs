## design.v

```verilog
`timescale 1ns / 1ps
module lcd_interface(
	input clk,
	input cmd_button,      
	input data_button,     
	input rst,
	input normal,          
	input rx_data,	
	output [7:0] D,
	output RS,
	output RW,
	output E,
	output cmd_led,
	output data_led
    );
parameter init = 4'b0000;
parameter cmd_st = 4'b0001;
parameter data_st = 4'b0010;
parameter stop = 4'b0011;
wire done1;			 
reg RS_out =1'b0;
reg RW_out =1'b0;
reg E_out =1'b0;
reg [7:0] data = 8'h00;
reg [3:0] state = init;
wire [7:0] rx_parallel;		 
wire rx_ready;			 
reg [7:0] rx_buffer;
wire cmd_but;
wire data_but;
wire norm_but;
reg d_led = 1'b0;
reg c_led =1'b0;
reg c_but = 1'b0;
reg d_but = 1'b0;
count c (.clk(clk) ,.done(done1));		 
 uart_top  rx_UART ( .clk(clk),			 
		.rst(rst),			 
		.rx_data(rx_data),		 
		.tx_enable(),			 
		.tx_parallel(),			 
		.rx_parallel(rx_parallel),	 
		.rx_ready(rx_ready),		 
		.tx_ready(),			 
		.tx_data()			 
		);
debounce norm_de (.clk(clk),.signal(normal),.db(norm_but));		 
debounce cmd_de (.clk(clk),.signal(cmd_button),.db(cmd_but));		 
debounce data_de (.clk(clk),.signal(data_button),.db(data_but));	 
always @ (posedge clk, posedge rst)
begin
if (rst)
	begin
	rx_buffer <= 8'h00;
	c_led <= 1'b0;
	d_led <= 1'b0;
	c_but <= 1'b0;
   d_but <= 1'b0;
	end
else 
	begin
	rx_buffer <= rx_parallel;
	if(cmd_but == 1'b1)
		begin
			c_led <= 1'b1;
			c_but <= 1'b1;
			d_but <= 1'b0;
			d_led <= 1'b0;
		end
	else if (data_but == 1'b1)
		begin
			c_led <= 1'b0;
			d_led <= 1'b1;
			c_but <= 1'b0;
			d_but <= 1'b1;
		end
	else if (norm_but == 1'b1)
		begin
			c_led <= 1'b0;
			d_led <= 1'b0;
			c_but <= 1'b0;
			d_but <= 1'b0;
		end
	end
end
always  @ (posedge done1, posedge rst)
begin
	if (rst)
	begin
	RS_out <= 1'b0;
	RW_out <= 1'b0;
	state <= init;
	E_out <= 1'b0;
	end
	else
	begin
	case (state)
	init : begin
		E_out <= 1'b0;
		if (c_but == 1'b1)
			state <= cmd_st;
		else if (d_but == 1'b1 )
			state <= data_st;
		end
	cmd_st : begin
		if (rx_ready == 1'b1)
		begin
			E_out <= 1'b1;
			RS_out <= 1'b0;
			data <= rx_buffer;
			state <= stop;
		end
		end
	data_st : begin
		if (rx_ready == 1'b1)
		 begin
			E_out <= 1'b1;
			RS_out <= 1'b1;
			data <= rx_buffer;
			state <= stop;
		 end
		 end
	stop :   begin
		if (norm_but)
			state <= init;
		else state <= stop;
		end
	default : E_out <= 1'b0;
	endcase
	end
end
assign RS = RS_out;
assign RW = RW_out;
assign E =  E_out ;
assign D = data;
assign cmd_led = c_led;
assign data_led = d_led;
endmodule
module count (input clk,		 
			output reg done);
reg [31:0] counter = 32'd0; 		
initial begin
done <= 1'b0;
end
always @ (posedge clk) 
begin
	if (counter == 1000)			
		begin
		done <= ~done;
		counter <= 32'b0;
		end
	else counter <= counter + 1'b1;
end	
endmodule
module debounce (input clk,		 
				input signal,
				output reg db = 1'b0);   
reg sig_0 =1'b0;
reg sig_1 = 1'b0;
reg [15:0] count = 16'b0;
always @ (posedge clk) sig_0 <= signal;
always @ (posedge clk) sig_1 <= sig_0;
always @ (posedge clk)
begin
	if(db == sig_1)
	begin
		count <= 16'b0;
	end
	else
	begin
	count<= count+1'b1;
	 if (count == 16'hffff) db <= ~db;
	end
end	
endmodule
```

## run.sh

```bash
#!/bin/bash
# OpenROAD 26Q1-2900-gdf79404cd8, Yosys 0.63+post, stock flow scripts
make -C /OpenROAD-flow-scripts/flow DESIGN_CONFIG=/design/flow/config.mk WORK_HOME=/design/flow/orfs finish
```

## config.mk

```make
export PLATFORM = sky130hd
export DESIGN_NAME = debounce
export DESIGN_NICKNAME = debounce
export VERILOG_FILES = /design/flow/design.v
export SDC_FILE = /design/flow/constraint.sdc
export NUM_CORES = 4
export LEC_CHECK = 1
export CORE_AREA = 10 10 80 80
export DIE_AREA = 0 0 90 90
```

## constraint.sdc

```tcl
current_design debounce

set clk_period 2.5
set clk_io_pct 0.2

create_clock -name clk0 -period $clk_period [get_ports {clk}]

set non_clock_inputs [all_inputs -no_clocks]
set_input_delay [expr $clk_period * $clk_io_pct] -clock clk0 $non_clock_inputs
set_output_delay [expr $clk_period * $clk_io_pct] -clock clk0 [all_outputs]
```

==> impl_metrics.toml <==
# physical design summary
[detailed_routing]
routedWlPerCell_um = 7.57
first_iter_violations = 13
drc_errors = 0
drt-total-wl_um = 1190
vias = 560
ant_nets = 0
dr.pass1.iters = 2
insertedDiodeCount = 0
via_per_inst = 3.57

[outcome]
status = "finished, final reports clean"

[global_routing]
grt_pass1_vias = 532
grt_max_degree = 18
grt_pass1_wl_um = 2210
grt_overflow = 0
antenna_found_initial = 0
track_usage_pct = 3.11

[critical_path]
cp-end-kind = "primary output"
worst-r2r-setup-slack_ns = 0.91
crit_path_end = "db"
r2r.worst_path.cells = 3
critical-path-max-stage-delay_ns = 0.48
r2r-start = "count[8]$_SDFF_PN0_"
crit_path_start = "db$_DFFE_PP_"
path_max_fanout = 3
arrival_ns = 1.11
crit_chain = "clkdlybuf4s50_1"
crit_slowest_cell = "clkdlybuf4s50_1"
critPathKind = "flip-flop to primary output"
timing.rr.end = "db$_DFFE_PP_"
cp_num_buf_inv = 1
startpoint_type = "flip-flop"
worst-path-stages = 1
required_ns = 2.00
critical-path-top-delay-family = "buffers and inverters"

[place]
dpl.hpwl_um = 859
gp_congestion = 0.739
io_buffer_count = 2

[synth]
xor_area_share_pct = 13.1
synth_cells = 84
edf_count = 1
ys_cells = 84
async_flop_share_pct = 0
synth_flop_count = 19
syn_area_per_cell_sq_um = 9.53
synth.logic.top_family = "simple AND/OR/NAND/NOR gates"
adder_share_pct = 1.56
synth_cell_types = 25
syn_area_sq_um = 801
simple_gate_area_share_pct = 30.0
flop_cell = "dfxtp_1"
ys_sh_aoi_pct = 2.50
ys_sh_mux_pct = 1.25
postSynthSeqShare_pct = 48.7
ys_area_sq_um = 801
ys_warn_count = 1

[die]
io_pins = 3
dieWidth_um = 90
die_area_sq_um = 8100
core_sq_um = 4720
fp_util_pct = 17.0
fp-row-count = 25
die_h_um = 90

[clock_network]
cts_setup_buffers = 0
clock_sinks = 19
clockBufferDepth = 2
root_buffer = "clkbuf_8"
cts.clk_slew.worst_paths_ns = 0.07
tritoncts = "yes"
cts_made_buffers = 3
worstSkewPairLatency_ns = 0.25
cts_resized = 0
htree_levels = 1
ctsHoldBuffers = 0

[timing]
max_freq_ghz = 0.620
hold_slack_ns = 0.329
max_slew_margin_pct = 77.5
finalHoldViolations = 0
finalCritPeriodShare_pct = 64.5
layout_min_cycle_time_ns = 1.61
setup_violations = 0
rsz0062_at_grt = "false"
final.setup.tns_ns = 0
worst_pin_slew_ns = 0.334
drv_slew = 0
skew_ns = 0.00321

[finish]
combGateArea_sq_um = 388
seqCellArea_sq_um = 390
num-fill-cells = 517
drive_gt1_share_pct = 12.2
syn2layout_area_growth_pct = 19.1

[power]
ir_drop_mv = 0.410
p_total_uw = 539
p_per_area_nw_per_um2 = 565
p_leak_uw = 0.000296

[hold_path]
hold_class = "flip-flop to flip-flop"
hp-start = "sig_0$_DFF_P_"

[run]
maxCapViolCount = 0
warning_count = 25
[cell usage in the layout (no fill, tap or decap)]
cell / netlist / routed
nand3_2: 1 / 1
ha_1: 1 / 1
dfxtp_1: 18 / 18
nor2b_1: 1 / 1
nand4_2: 2 / 2
or3_2: 1 / 1
xor2_1: 2 / 2
clkbuf_8: 0 / 3
nor3_1: 5 / 5
or3_4: 1 / 1
inv_1: 5 / 5
xnor2_1: 10 / 10
or2_2: 1 / 1
nor2_1: 13 / 13
nand3_1: 4 / 4
or3_1: 1 / 1
nand4_1: 2 / 2
nand2_1: 4 / 4
a21oi_1: 2 / 2
clkdlybuf4s50_1: 0 / 2
nor4_1: 3 / 3
o21ai_0: 2 / 2
nor4_4: 1 / 1
clkbuf_1: 1 / 1
nand2b_1: 1 / 1
edfxtp_1: 1 / 1
buf_4: 0 / 1
mux2i_1: 1 / 1
[synthesized netlist by cell type (2+ instances only)]
master / count / area, sq um
inv_1: 5 / 18.8
nand3_1: 4 / 20.0
xor2_1: 2 / 17.5
a21oi_1: 2 / 10.0
nand4_1: 2 / 12.5
xnor2_1: 10 / 87.6
nor3_1: 5 / 25.0
nor2_1: 13 / 48.8
nand4_2: 2 / 25.0
o21ai_0: 2 / 10.0
dfxtp_1: 18 / 360
nand2_1: 4 / 15.0
nor4_1: 3 / 18.8
[how the worst min path moves through the flow]
stage	to	slack, ns	cells past startpoint
5_1_grt	sig_1$_DFF_P_	0.33	0
4_1_cts	sig_1$_DFF_P_	0.33	0
6_report	sig_1$_DFF_P_	0.33	0
[final cells by class]
cell class | instances | share of cell area, %
Clock buffer | 4 | 4.72
Inverter | 5 | 1.97
Multi-Input combinational cell | 59 | 40.7
Sequential cell | 19 | 40.9
Tap cell | 67 | 8.79
Timing Repair Buffer | 3 | 2.89
[metrics by stage]
step | cell area [sq um] | setup WS, ns | utilization [%] | cells
4_1_cts | 953 | 0.865 | 20.2 | 157
2_1_floorplan | 801 | 1.02 | - | 84
5_1_grt | 953 | 0.800 | 20.2 | 157
3_3_place_gp | 908 | 0.887 | 19.2 | 153
3_5_place_dp | 908 | 0.927 | 19.2 | 153
6_report | 953 | 0.887 | 20.2 | 157
[logic make-up (layout without fill, tap and decap cells)]
family                     Yosys count  count (layout)
buffers and inverters                6              12
and+or+nand+nor                     41              41
DFF                                 19              19
adders and majority gates            1               1
xor gates and xnor gates            12              12
muxes                                1               1
AOI/OAI and AO/OA                    4               4
[power by group]
| part | leakage (uW) | switching, uW | internal, uW |
|---|---|---|---|
| clock | 0.0000228 | 93.5 | 113 |
| combinational | 0.000115 | 8.28 | 7.70 |
| sequential | 0.000158 | 5.41 | 311 |
| total | 0.000296 | 107 | 431 |
[routing by layer]
metal / track usage, % / vias to the layer above / part of all wire (%)
met5: 0 / - / 0
met4: 0.398 / 0 / 1.3
met3: 1.34 / 2 / 4.2
met2: 4.96 / 4 / 44
met1: 3.91 / 258 / 51
li1: - / 296 / -
[registers in the layout (all words and copies together), names as in the netlist]
signal and flops:
count 16, db 1, sig_0 1, sig_1 1
Power and IR drop assume default switching activity.
